**/design/flow/config.mk**
```make
export PLATFORM = sky130hd
export DESIGN_NAME = btb
export DESIGN_NICKNAME = btb
export VERILOG_FILES = /design/flow/design.v
export SDC_FILE = /design/flow/constraint.sdc
export NUM_CORES = 4
export LEC_CHECK = 1
export CORE_UTILIZATION = 40
export SYNTH_MEMORY_MAX_BITS = 65536
```
**/design/flow/constraint.sdc**
```tcl
current_design btb

set clk_period 38.8
set clk_io_pct 0.2

create_clock -name clk0 -period $clk_period [get_ports {clk}]

set non_clock_inputs [all_inputs -no_clocks]
set_input_delay [expr $clk_period * $clk_io_pct] -clock clk0 $non_clock_inputs
set_output_delay [expr $clk_period * $clk_io_pct] -clock clk0 [all_outputs]
```
**/design/flow/run.sh**
```bash
#!/bin/bash
# OpenROAD 26Q1-2900-gdf79404cd8, Yosys 0.63+post, stock flow scripts
make -C /OpenROAD-flow-scripts/flow DESIGN_CONFIG=/design/flow/config.mk WORK_HOME=/design/flow/orfs finish
```
**/design/flow/design.v**
```verilog
module btb #(
    parameter BTBNUM = 128,
    parameter BTBIDLEN = $clog2(BTBNUM),
    parameter BTBTAGLEN = 8,
    parameter BTBGROUP = 2
) (
    input clk,
    input reset,
    input  [31:0] fetch_pc_0,
    input  [31:0] fetch_pc_1,
    output [31:0] target_pc_0,
    output [31:0] target_pc_1,
    output [ 2:0] ins_type_0,
    output [ 2:0] ins_type_1,
    input        branch_mistaken,
    input [ 2:0] ins_type_w,
    input [31:0] wrong_pc,
    input [31:0] right_target
);
  logic                        hit_0;
  logic                        hit_1;
  logic                        hit_w;
  logic                        hit_inv;
  reg   [BTBNUM/BTBGROUP -1:0] btb_valid_way0;
  reg   [BTBNUM/BTBGROUP -1:0] btb_valid_way1;
  reg [BTBTAGLEN-1:0] btb_tag_way0[BTBNUM/BTBGROUP -1:0];
  reg [BTBTAGLEN-1:0] btb_tag_way1[BTBNUM/BTBGROUP -1:0];
  reg [31:0] btb_target_way0[BTBNUM/BTBGROUP -1:0];
  reg [31:0] btb_target_way1[BTBNUM/BTBGROUP -1:0];
  reg [2:0] btb_ins_type_way0[BTBNUM/BTBGROUP -1:0];
  reg [2:0] btb_ins_type_way1[BTBNUM/BTBGROUP -1:0];
  reg   [       $clog2(BTBGROUP)-1:0] btb_last_visit     [BTBNUM/BTBGROUP -1:0];
  logic [                       29:0] pc_0_32to2;
  logic [                       29:0] pc_1_32to2;
  logic [                       29:0] pc_w_32to2;
  logic [               BTBGROUP-1:0] btb_hit_way_0;
  logic [               BTBGROUP-1:0] btb_hit_way_1;
  logic [               BTBGROUP-1:0] btb_hit_way_w;
  logic [               BTBGROUP-1:0] btb_hit_way_inv;
  logic [$clog2(BTBNUM/BTBGROUP)-1:0] btb_group_num_0;
  logic [$clog2(BTBNUM/BTBGROUP)-1:0] btb_group_num_1;
  logic [$clog2(BTBNUM/BTBGROUP)-1:0] btb_group_num_w;
  logic [              BTBTAGLEN-1:0] btb_fetch_tag_0;
  logic [              BTBTAGLEN-1:0] btb_fetch_tag_1;
  logic [              BTBTAGLEN-1:0] btb_fetch_tag_w;
  logic [       $clog2(BTBGROUP)-1:0] btb_hit_way_id_0;
  logic [       $clog2(BTBGROUP)-1:0] btb_hit_way_id_1;
  logic [       $clog2(BTBGROUP)-1:0] btb_hit_way_id_w;
  logic [       $clog2(BTBGROUP)-1:0] btb_hit_way_id_inv;
  assign pc_0_32to2 = fetch_pc_0[31:2];
  assign pc_1_32to2 = fetch_pc_1[31:2];
  assign pc_w_32to2 = wrong_pc[31:2];
  assign btb_group_num_0 = pc_0_32to2[$clog2(BTBNUM/BTBGROUP)-1:0];
  assign btb_group_num_1 = pc_1_32to2[$clog2(BTBNUM/BTBGROUP)-1:0];
  assign btb_group_num_w = pc_w_32to2[$clog2(BTBNUM/BTBGROUP)-1:0];
  assign btb_fetch_tag_0 = pc_0_32to2[29:22] ^ pc_0_32to2[21:14] ^ pc_0_32to2[13:6];
  assign btb_fetch_tag_1 = pc_1_32to2[29:22] ^ pc_1_32to2[21:14] ^ pc_1_32to2[13:6];
  assign btb_fetch_tag_w = pc_w_32to2[29:22] ^ pc_w_32to2[21:14] ^ pc_w_32to2[13:6];
  genvar i;
  generate
    for (i = 0; i < BTBGROUP; i = i + 1) begin : BTB_match
      assign btb_hit_way_0[i] =
          (
        {1{i==0}} & btb_valid_way0[btb_group_num_0]
    |   {1{i==1}} & btb_valid_way1[btb_group_num_0]
)
          & (
          (
        {BTBTAGLEN{i==0}} & btb_tag_way0[btb_group_num_0]
    |   {BTBTAGLEN{i==1}} & btb_tag_way1[btb_group_num_0]
)
          == btb_fetch_tag_0);
      assign btb_hit_way_1[i] =
          (
        {1{i==0}} & btb_valid_way0[btb_group_num_1]
    |   {1{i==1}} & btb_valid_way1[btb_group_num_1]
)
          & (
          (
        {BTBTAGLEN{i==0}} & btb_tag_way0[btb_group_num_1]
    |   {BTBTAGLEN{i==1}} & btb_tag_way1[btb_group_num_1]
)
          == btb_fetch_tag_1);
      assign btb_hit_way_w[i] =
          (
        {1{i==0}} & btb_valid_way0[btb_group_num_w]
    |   {1{i==1}} & btb_valid_way1[btb_group_num_w]
)
          & (
          (
        {BTBTAGLEN{i==0}} & btb_tag_way0[btb_group_num_w]
    |   {BTBTAGLEN{i==1}} & btb_tag_way1[btb_group_num_w]
)
          == btb_fetch_tag_w);
      assign btb_hit_way_inv[i] = ~(
        {1{i==0}} & btb_valid_way0[btb_group_num_w]
    |   {1{i==1}} & btb_valid_way1[btb_group_num_w]
);
    end
  endgenerate
  assign btb_hit_way_id_0 = {1{btb_hit_way_0[0]}} & 0 | {1{btb_hit_way_0[1]}} & 1;
  assign btb_hit_way_id_1 = {1{btb_hit_way_1[0]}} & 0 | {1{btb_hit_way_1[1]}} & 1;
  assign btb_hit_way_id_w = {1{btb_hit_way_w[0]}} & 0 | {1{btb_hit_way_w[1]}} & 1;
  assign btb_hit_way_id_inv = {1{btb_hit_way_inv[0]}} & 0 | {1{btb_hit_way_inv[1]}} & 1;
  assign hit_0 = |btb_hit_way_0;
  assign hit_1 = |btb_hit_way_1;
  assign hit_w = |btb_hit_way_w;
  assign hit_inv = |btb_hit_way_inv;
  assign target_pc_0 = hit_0 ? (
        {32{btb_hit_way_id_0==0}} & btb_target_way0[btb_group_num_0]
    |   {32{btb_hit_way_id_0==1}} & btb_target_way1[btb_group_num_0]
) : 32'b0;
  assign target_pc_1 = hit_1 ? (
        {32{btb_hit_way_id_1==0}} & btb_target_way0[btb_group_num_1]
    |   {32{btb_hit_way_id_1==1}} & btb_target_way1[btb_group_num_1]
) : 32'b0;
  assign ins_type_0 = hit_0 ? (
        {3{btb_hit_way_id_0==0}} & btb_ins_type_way0[btb_group_num_0]
    |   {3{btb_hit_way_id_0==1}} & btb_ins_type_way1[btb_group_num_0]
) : 3'b000;
  assign ins_type_1 = hit_1 ? (
        {3{btb_hit_way_id_1==0}} & btb_ins_type_way0[btb_group_num_1]
    |   {3{btb_hit_way_id_1==1}} & btb_ins_type_way1[btb_group_num_1]
) : 3'b000;
  always @(posedge clk) begin
    if (reset) begin
      for (k = 0; k < BTBNUM / BTBGROUP; k = k + 1) begin
        btb_last_visit[k] <= 0;
      end
    end else begin
      if (btb_hit_way_0[0]) begin
        btb_last_visit[btb_group_num_0] <= 0;
      end else if (btb_hit_way_0[1]) begin
        btb_last_visit[btb_group_num_0] <= 1;
      end
      if (btb_hit_way_1[0]) begin
        btb_last_visit[btb_group_num_1] <= 0;
      end else if (btb_hit_way_1[1]) begin
        btb_last_visit[btb_group_num_1] <= 1;
      end
    end
  end
  integer k;
  always @(posedge clk) begin
    if (reset) begin
      btb_valid_way0 <= 0;
      btb_valid_way1 <= 0;
    end else begin
      if (branch_mistaken) begin
        if (hit_w) begin
          case (btb_hit_way_id_w)
            0: begin
              btb_tag_way0[btb_group_num_w] <= btb_fetch_tag_w;
              btb_target_way0[btb_group_num_w] <= right_target;
              btb_ins_type_way0[btb_group_num_w] <= ins_type_w;
            end
            1: begin
              btb_tag_way1[btb_group_num_w] <= btb_fetch_tag_w;
              btb_target_way1[btb_group_num_w] <= right_target;
              btb_ins_type_way1[btb_group_num_w] <= ins_type_w;
            end
          endcase
        end   
        else if (hit_inv) begin
          case (btb_hit_way_id_inv)
            0: begin
              btb_tag_way0[btb_group_num_w] <= btb_fetch_tag_w;
              btb_target_way0[btb_group_num_w] <= right_target;
              btb_ins_type_way0[btb_group_num_w] <= ins_type_w;
              btb_valid_way0[btb_group_num_w] <= 1'b1;
            end
            1: begin
              btb_tag_way1[btb_group_num_w] <= btb_fetch_tag_w;
              btb_target_way1[btb_group_num_w] <= right_target;
              btb_ins_type_way1[btb_group_num_w] <= ins_type_w;
              btb_valid_way1[btb_group_num_w] <= 1'b1;
            end
          endcase
        end   
        else begin
          case (btb_last_visit[btb_group_num_w])
            1: begin
              btb_tag_way0[btb_group_num_w] <= btb_fetch_tag_w;
              btb_target_way0[btb_group_num_w] <= right_target;
              btb_ins_type_way0[btb_group_num_w] <= ins_type_w;
              btb_valid_way0[btb_group_num_w] <= 1'b1;
            end
            0: begin
              btb_tag_way1[btb_group_num_w] <= btb_fetch_tag_w;
              btb_target_way1[btb_group_num_w] <= right_target;
              btb_ins_type_way1[btb_group_num_w] <= ins_type_w;
              btb_valid_way1[btb_group_num_w] <= 1'b1;
            end
          endcase
        end
      end
    end
  end
endmodule
```
==> flow_summary.ini <==
; implementation run metrics
[logic_synthesis]
synth_warnings = 1
async_flop_share = 0
synth_flops = 5696
synth.distinct_cells = 92
syn_inst = 19084
synth_seq_share = 0.6361
ys_cells = 19084
ys_area_sq_um = 266900
edf_count = 5568
synth_area_per_cell_sq_um = 13.98
synth_area_sq_um = 266900
flop_cell = edfxtp_1

[floorplanning]
fp-utilization = 0.4021
fp-row-count = 299
dieHeight_microns = 818.8
die-area_sq_um = 670500
die_w_microns = 818.8
ios = 204
core_sq_um = 663700

[power]
p_seq_frac = 0.477
combPwrFrac = 0.112
power_switching_w = 0.003829
swShare = 0.2686
p_total_w = 0.01425
p_leak_nw = 95.44
cellPowerDensity_nw_per_um2 = 46.74
clock_power_share = 0.410
ir_drop_v = 0.00005265
internal-power_w = 0.01043

[clock_tree]
post_cts_resized = 0
cts_setup_buffers = 0
hold_buffers = 0
cts_num_sinks = 5696
cts_tree = yes
path_clk_slew_ns = 0.06
cts.htree.levels = 6
clock_latency_ns = 1.27
cts_buffers = 606
cts-root-buf = clkbuf_16
cts_max_path_buffers = 4

[detailed_routing]
drt_iter0_markers = 29043
postRouteAntennaNets = 0
vias = 230287
vias_per_cell = 7.853
wl_per_cell_microns = 53.33
first_pass_iters = 13
routed_wirelength_mm = 1564
route.detailed.drc = 0

[worst_setup_path]
crit_end = ins_type_1[1]
crit_path_top_delay_cell = o22ai_1
reg2reg_depth = 15
cp-end-kind = output port
worst-endpoint-arrival_ns = 16.95
cpMostUsedCell = buf_4
path_depth = 18
path_class = input port to output port
reg2reg_from = btb_tag_way0[37][0]
worst_path_largest_cell_delay_ns = 0.79
cp_top_family = buffers and inverters
cp.required_ns = 31.04
cp-start-kind = input port
path_cells = buf_8 > buf_4 > buf_4 > buf_4 > nor2b_4 > buf_4 > buf_4 > a221oi_1 > a222oi_1 > o221ai_1 > nor3_1 > xnor2_1 > or3_4 > buf_4 > buf_4 > nand2b_1 > o22ai_1 > clkdlybuf4s50_1
path_max_fanout = 59
crit_buf_inv = 9
worst_r2r_endpoint = btb_target_way0[50][16]
crit_path_start = fetch_pc_1[4]
reg2reg_slack_ns = 30.95

[grt]
grt_pass1_wl_mm = 2043
grt.overflow.total = 0
grtUsageTotal = 0.4923
antenna_found_initial = 241
grt_max_degree = 132
grt_pass1_vias = 226580

[timing]
fin_skew_ns = 0.1429
setup_violations = 0
finalHoldViolCount = 0
relSlewSlack = -0.06847
post-route-min-period_ns = 24.71
worst_slew_pin_slew_ns = 1.597
rsz0062_at_grt = no
fmax_mhz = 40.47
setup_tns_ns = 0
slew_viol_final = 3
period_used_share = 0.6369

[layout]
synthToLayoutAreaGrowth_pct = 14.27
drive_gt1_frac = 0.2048
utilization = 0.4595
lay_top_count = edfxtp_1
final_area_sq_um = 305000
most-common-layout-cells = edfxtp_1 (5568), o22ai_1 (2856), buf_4 (1400)
fin_cells = 29323

[placed_design]
io_buffers = 197
dp_hpwl_mm = 953.2
placed_cells = 27685
gp_congestion = 1.100
placed_area_sq_um = 284400

[outcome]
status = complete, but fails checks
failed_checks = capacitance limit, slew limit

[worst_hold_path]
hold_path.class = register to register

[run]
warnings = 52
maxCapViolCount = 1
-- power by group through the flow --
stage                 registers (W)  logic (W)  clock network (W)
final                       0.00680    0.00160            0.00585
after CTS                   0.00680    0.00146            0.00579
after global routing        0.00680    0.00155            0.00601
-- cell type report --
class / instances / area (sq um)
Fill cell: 56993 / 358700
Sequential cell: 5696 / 169800
Multi-Input combinational cell: 11478 / 90300
Clock buffer: 740 / 15960
Timing Repair Buffer: 1604 / 13040
Tap cell: 8879 / 11110
Clock inverter: 335 / 3211
Antenna cell: 563 / 1409
Inverter: 28 / 162.7
-- sequential cells by signal (all words and copies together) (netlist names) --
register,flops
btb_target_way0,2048
btb_target_way1,2048
btb_tag_way0,512
btb_tag_way1,512
btb_ins_type_way0,192
btb_ins_type_way1,192
btb_last_visit,64
btb_valid_way0,64
btb_valid_way1,64
-- cell usage after synthesis (149+ instances only) --
library cell  count  area, sq um
o2bb2ai_1       161         1410
mux4_2          439         9887
nand2_1         573         2151
clkbuf_1        871         3269
edfxtp_1       5568       167200
o22a_1          149         1305
o22ai_1        2856        17870
a22oi_1         404         3033
nor2_1          657         2466
o21ai_0         506         2532
a221oi_1        383         3354
nor3_1          224         1121
mux2i_1         781         7818
a21oi_1         720         3603
buf_2           607         3038
o221ai_1        615         5386
mux2_2         1004        11310
nor4_1          344         2152
buf_1           276         1036
-- metrics by stage --
stage / hold slack [ns] / setup slack, ns
floorplan: 0.4594 / 19.67
global placement: 0.4783 / 14.91
detailed placement: 0.4852 / 14.93
CTS: 0.4949 / 14.90
global route: 0.5080 / 14.66
finish: 0.4969 / 14.09
-- per-layer routing --
layer	global-route usage	up-vias	share of wire
met2	0.5692	28571	0.37
met1	0.4469	110037	0.27
met3	0.5122	8902	0.24
li1	-	82129	-
met5	0.3581	-	0.017
met4	0.4079	648	0.11
-- cells by family (layout without fill, tap and decap cells) --
| logic type | count (synthesis) | count (layout) | synth area share |
|---|---|---|---|
| XOR/XNOR | 85 | 85 | 0.002789 |
| multiplexers | 2227 | 2227 | 0.1088 |
| AND/OR/NAND/NOR | 2335 | 2335 | 0.04308 |
| adder cells (fa/ha/maj) | 4 | 4 | 0.0001875 |
| buffers and inverters | 1910 | 2707 | 0.03211 |
| AND-OR/OR-AND | 6827 | 6827 | 0.1769 |
| other | 0 | 563 | 0 |
| flip-flops | 5696 | 5696 | 0.6361 |
-- worst min-delay path by stage --
stage	slack [ns]	startpoint	endpoint	depth (start not counted)
5_1_grt	0.51	btb_valid_way0[7]	btb_valid_way0[7]	1
4_1_cts	0.49	btb_valid_way0[22]	btb_valid_way0[22]	1
6_report	0.50	btb_valid_way0[22]	btb_valid_way0[22]	1
Power figures rest on the tool's default switching activity, not on a simulated workload.
